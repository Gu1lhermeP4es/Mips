**flow/run.sh**
```bash
#!/bin/bash
# OpenROAD 26Q1-2900-gdf79404cd8, Yosys 0.63+post, stock flow scripts
make -C /OpenROAD-flow-scripts/flow DESIGN_CONFIG=/design/flow/config.mk WORK_HOME=/design/flow/orfs finish
```
**flow/config.mk**
```make
export PLATFORM = sky130hd
export DESIGN_NAME = Adder32
export DESIGN_NICKNAME = Adder32
export VERILOG_FILES = /design/flow/design.v
export SDC_FILE = /design/flow/constraint.sdc
export NUM_CORES = 4
export LEC_CHECK = 1
export CORE_AREA = 10 10 107 107
export DIE_AREA = 0 0 117 117
```
**flow/constraint.sdc**
```tcl
current_design Adder32

set clk_period 18.1
set clk_io_pct 0.2

create_clock -name clk0 -period $clk_period

set non_clock_inputs [all_inputs -no_clocks]
set_input_delay [expr $clk_period * $clk_io_pct] -clock clk0 $non_clock_inputs
set_output_delay [expr $clk_period * $clk_io_pct] -clock clk0 [all_outputs]
```
**flow/design.v**
```verilog
module Adder32(
    input wire [31:0] a,            
    input wire [31:0] b,            
    output wire [31:0] sum          
);
    assign sum = a + b;             
endmodule
```
==> out/metrics.yaml <==
status:
  status: "complete, no violations"
critical_path:
  critPathCaptureType: "output port"
  crit_slowest_cell: "clkdlybuf4s50_1"
  path_cells: "clkdlybuf4s50_1 -> ha_1 -> fa_1 -> a21o_1 -> a31o_2 -> nand3_1 -> o221ai_1 -> a311oi_1 -> o21bai_1 -> xor2_1 -> clkdlybuf4s50_1"
  crit_required_ns: 14.48
  critPathLaunchType: "input port"
  cp_max_fo: 4
  worstPathArrival_ns: 6.61
  crit_top_cell: "clkdlybuf4s50_1"
  critPathKind: "in -> out"
  cpPeakStageDelay_ns: 0.50
placed_design:
  post-dp-hpwl_mm: 5.60
  pre_cts_ws_ns: 7.87
  place_congestion: 0.828
  dp.cells: 437
  numPortBuffers: 96
  place_area_sq_um: 2800
synthesis:
  syn_area_sq_um: 1740
  yosysTopAreaCell: "ha_1"
  netlist_instances: 241
  ys_seq_share_pct: 0
  yosys_area_sq_um: 1740
  synth.distinct_cells: 50
  area_leaders: "ha_1 22%, a21oi_1 8.3%, a21o_1 8.2%"
  top_area_share_pct: 22.2
  yosys_warnings: 0
  avgSynthCellArea_sq_um: 7.24
  yosysCellCount: 241
clocking:
  ctsResizeCount: 0
  post-cts-setup-buffers: 0
  cts.hold.buffers_added: 0
detailed_routing:
  dr_wl_met2_mm: 2.88
  n_antenna_cell: 0
  wl_per_cell_um: 14.6
  top_layer: "met4"
  via_per_inst: 4.85
  wirelength_mm: 6.40
  vias: 2120
  drc: 0
  wl_met3_um: 661
  drt-met1-wl_mm: 2.84
  drtAntennaViolNets: 0
  drt_pass1_iterations: 6
  drtIter0Drc: 83
power_and_ir_drop:
  pwr-share-comb_pct: 100.0
  ir_worst_vdd_uv: 15.2
  p_sw_share_pct: 40.7
  power_density_nw_per_um2: 38.8
  p_leak_nw: 1.18
  pwr-share-clk_pct: 0
  intPower_mw: 0.0645
  pwr-share-seq_pct: 0
  switchingPower_mw: 0.0442
global_route:
  overflow: 0
  grt_max_degree: 11
  grt_pass1_vias: 2103
  grt_pass1_wl_mm: 10.2
  grt_antenna_before_repair: 0
  track_usage_pct: 8.95
final_layout:
  regArea_sq_um: 0
  seq_cells: 0
  fin_area_sq_um: 2800
  nFillCells: 985
  fin_cells: 437
  nClkBuffers: 0
  drive_above_1_share_pct: 3.07
  lay_top_cells: "96 x clkdlybuf4s50_1, 31 x ha_1, 29 x a21oi_1"
  areaGrowthSynthToFinish_pct: 60.5
  layout_top_cell: "clkdlybuf4s50_1"
floorplanning:
  fp_util_pct: 19.0
  rows: 35
  core_sq_um: 9200
  die_w_um: 117
  chip_area_sq_um: 13700
  chipHeight_um: 117
  boundaryPins: 96
timing:
  timing_hold_violations_final: 0
  rsz0062_at_grt: "no"
  max_freq_mhz: 97.7
  fin_crit_sh_pct: 56.5
  finalHoldWorstSlack_ns: 8.27
  fin_tns_setup_ns: 0
  slew_headroom_pct: 61.6
  tightest_slew_ns: 0.562
  maxSlewViolCount: 0
  fin_crit_ns: 10.23
  setup_viol: 0
  finalWorstSetupSlack_ns: 7.87
run:
  warning_count: 32
  cap_violations: 0
min_path:
  min_path_type: "in -> out"
## through the flow
stage	util [%]	power (mW)
4_1_cts	30.4	0.110
5_1_grt	30.4	0.121
3_3_place_gp	30.4	0.109
3_5_place_dp	30.4	0.109
6_report	30.4	0.109
2_1_floorplan	-	0.0513
## critical path, delay by kind of cell
kind / cells / cell delay, ns
compound gates: 5 / 1.21
buf+inv: 2 / 0.91
fa+ha+maj: 2 / 0.64
xor+xnor: 1 / 0.14
simple gates: 1 / 0.09
## synthesized netlist by cell type, types with 2 or more instances
library cell,n
nand4_1,8
buf_2,2
a211oi_1,3
o21bai_1,4
mux2i_1,2
or2_2,3
nor2_1,12
o21a_1,2
o211ai_1,3
nand2b_1,2
o21ai_0,13
a21o_1,19
inv_1,6
xor2_1,15
a311oi_1,2
xnor2_1,13
o221ai_1,2
o311ai_1,2
a21oi_1,29
clkbuf_1,8
nand3_1,10
a31oi_1,3
ha_1,31
nor3_1,4
nand2_1,18
## layer usage
| metal | GRT usage [%] | up-vias |
|---|---|---|
| li1 | - | 1092 |
| met1 | 11.4 | 963 |
| met2 | 15.1 | 63 |
| met3 | 3.04 | 2 |
| met4 | 0.247 | 0 |
| met5 | 0 | - |
## power groups by stage
stage	clock network, mW	registers, mW	logic [mW]
4_1_cts	0	0	0.110
6_report	0	0	0.109
5_1_grt	0	0	0.121
## final cells by class
type / count / area (sq um) / area share [%]
timing repair buffer: 96 / 961 / 34.3
tap: 111 / 139 / 4.96
inverter: 6 / 22.5 / 0.804
multi-input combinational: 224 / 1680 / 59.9
## final timing paths
kind	from	cells past startpoint	slack (ns)	endpoint
max	a[0]	11	7.87	sum[26]
min	b[0]	3	8.27	sum[0]
## kinds of logic after synthesis
logic type / synth area share [%]
AND-OR/OR-AND: 39.3
XOR/XNOR: 14.1
adder cells (fa/ha/maj): 23.4
buffers and inverters: 3.80
multiplexers: 1.15
AND/OR/NAND/NOR: 18.3
Power figures rest on the tool's default switching activity, not on a simulated workload.
